==> /design/flow/design.v <==
module dffe_ref (q, d, clk, en, clr);
   input d, clk, en, clr;
   wire clr;
   output q;
   reg q;
   initial
   begin
       q = 1'b0;
   end
   always @(posedge clk or posedge clr) begin
       if (clr) begin
           q <= 1'b0;
       end else if (en) begin
           q <= d;
       end
   end
endmodule
module reg32(out, in, clk, en, clr);
    input[31:0] in;
    input clk, en, clr;
    output[31:0] out;
    genvar i;
    generate
        for(i = 0; i < 32; i = i + 1) begin
            dffe_ref dff(.q(out[i]), .d(in[i]), .clk(clk), .en(en), .clr(clr));
        end
    endgenerate
endmodule
==> /design/flow/run.sh <==
#!/bin/bash
# OpenROAD 26Q1-2900-gdf79404cd8, Yosys 0.63+post, stock flow scripts
make -C /OpenROAD-flow-scripts/flow DESIGN_CONFIG=/design/flow/config.mk WORK_HOME=/design/flow/orfs finish
==> /design/flow/config.mk <==
export PLATFORM = sky130hd
export DESIGN_NAME = reg32
export DESIGN_NICKNAME = reg32
export VERILOG_FILES = /design/flow/design.v
export SDC_FILE = /design/flow/constraint.sdc
export NUM_CORES = 4
export LEC_CHECK = 1
export CORE_AREA = 10 10 109 109
export DIE_AREA = 0 0 119 119
==> /design/flow/constraint.sdc <==
current_design reg32

set clk_period 1.5
set clk_io_pct 0.2

create_clock -name clk0 -period $clk_period [get_ports {clk}]

set non_clock_inputs [all_inputs -no_clocks]
set_input_delay [expr $clk_period * $clk_io_pct] -clock clk0 $non_clock_inputs
set_output_delay [expr $clk_period * $clk_io_pct] -clock clk0 [all_outputs]
==> flow_metrics.env <==
# physical design summary
export IMPL_status="finished, final reports clean"
export IMPL_ctsRootBufferMaster="clkbuf_8"
export IMPL_seq_area_um2=801
export IMPL_via_count=823
export IMPL_skew_ns=0
export IMPL_clk_latency_ns=0.27
export IMPL_worst_setup_path_type="reg -> out"
export IMPL_cts_sinks=32
export IMPL_clock_power_share_pct=32.3
export IMPL_initCoreUtil_pct=16.5
export IMPL_regToRegEndpoint="genblk1[16].dff.q"
export IMPL_rows=36
export IMPL_yosys_stat_area_um2=1590
export IMPL_synth_cell_area_um2=1590
export IMPL_top_cells_by_area="dfrtp_1 50%, mux2_4 28%, buf_4 15%"
export IMPL_grt_pass1_vias=950
export IMPL_reg_top3="genblk1.dff.q: 32 flops"
export IMPL_core_area_um2=9640
export IMPL_rsz0062_at_grt="no"
export IMPL_grt_ovfl_total=0
export IMPL_num_antenna_cells=0
export IMPL_maxSlewViolCount=0
export IMPL_fmax_mhz=703
export IMPL_grt_busiest_layer="met2"
export IMPL_grt_use_met1_pct=5.80
export IMPL_ioPinCount=67
export IMPL_seqPwrFrac_pct=47.1
export IMPL_ff2ff_path_depth=1
export IMPL_syn_inst=101
export IMPL_synthDominantCellAreaShare_pct=50.4
export IMPL_gp_congestion=0.676
export IMPL_ys_flops=32
export IMPL_final_common_cell="clkdlybuf4s50_1"
export IMPL_crit_chain="clkdlybuf4s50_1"
export IMPL_place_area_um2=2140
export IMPL_grt_antenna_before_repair=0
export IMPL_finalWirelength_mm=3.26
export IMPL_combPwrFrac_pct=20.6
export IMPL_grt_pass1_wl_mm=5.25
export IMPL_holdWs_ns=0.362
export IMPL_cts_max_level=2
export IMPL_cp_top_family="buffers and inverters"
export IMPL_post_dp_hpwl_mm=2.38
export IMPL_grt_max_degree=33
export IMPL_path_max_fanout=2
export IMPL_drive_above_1_share_pct=29.1
export IMPL_reg2reg_from="genblk1[16].dff.q"
export IMPL_p_leak_nw=0.956
export IMPL_peakVddDrop_mv=0.281
export IMPL_crit_buf_inv=1
export IMPL_critical_path_required_ns=1.20
export IMPL_synth_cell_type_count=7
export IMPL_drc=0
export IMPL_antenna_left=0
export IMPL_syn_area_per_cell_um2=15.7
export IMPL_avgViaCountPerCell=3.00
export IMPL_cts_resized=0
export IMPL_powerDensity_nw_per_um2=949
export IMPL_final_cells=274
export IMPL_lay_top_cells="65 x clkdlybuf4s50_1, 32 x dfrtp_1, 30 x mux2_4, 6 x clkbuf_8"
export IMPL_cp_end_kind="primary output"
export IMPL_grtUsageTotal_pct=4.39
export IMPL_finalSetupTns_ns=0
export IMPL_die_width_um=119
export IMPL_cts_tree="done"
export IMPL_grtUsageMet3_pct=1.34
export IMPL_slowest_stage="clkdlybuf4s50_1"
export IMPL_min_period_ns=1.42
export IMPL_synth_stat_cells=101
export IMPL_finalInstanceArea_um2=2230
export IMPL_post_synth_top_area_cell="dfrtp_1"
export IMPL_chip_area_um2=14200
export IMPL_post_drt_wl_per_cell_um=11.9
export IMPL_fin_util_pct=23.1
export IMPL_relSlewSlack_pct=83.1
export IMPL_logic_area_um2=473
export IMPL_largest_register="genblk1.dff.q"
export IMPL_ys_seq_share_pct=50.4
export IMPL_power_switching_mw=0.444
export IMPL_cts_hold_buf=0
export IMPL_min_period_over_period_pct=94.8
export IMPL_finalSetupViolations=0
export IMPL_post_cts_buffers=0
export IMPL_syn2layout_area_growth_pct=40.3
export IMPL_drt_pass1_iterations=2
export IMPL_largest_reg_flops=32
export IMPL_die_h_um=119
export IMPL_ys_warn_count=1
export IMPL_switching_share_pct=21.0
export IMPL_grtUsageMet2_pct=6.95
export IMPL_start_kind="register"
export IMPL_path_clk_slew_ns=0.07
export IMPL_cp_slowest_stage_delay_ns=0.49
export IMPL_power_mw=2.12
export IMPL_crit_arrival_ns=1.12
export IMPL_cts_made_buffers=5
export IMPL_place_ws_ns=0.333
export IMPL_drtIter0Drc=19
export IMPL_p_int_mw=1.67
export IMPL_fill_cells=1055
export IMPL_setup_slack_ns=0.0782
export IMPL_cap_violations=0
export IMPL_cts_buffer_depth=2
export IMPL_tightest_slew_ns=0.253
export IMPL_r2r_slack_ns=0.73
export IMPL_hold_class="in -> async"
export IMPL_place_inst=266
export IMPL_hold_viol_final=0
export IMPL_io_buffers=66
export IMPL_log_warning_count=25
-- area by class of cell --
type	count	area share, %
inverters	1	0.168
multi-input cells	32	21.2
flip-flops and latches	32	35.9
well taps	133	7.46
repair buffers	68	31.2
clock buffers	8	4.04
-- cells in the mapped netlist --
master,number
mux2_2,2
dfrtp_1,32
buf_12,3
buf_4,32
buf_6,1
mux2_4,30
inv_1,1
-- kinds of logic after synthesis --
logic type  synth area share (%)
buf+inv                     19.8
flops                       50.4
mux                         29.8
-- worst max path at each step --
stage | start | to | slack (ns) | cells after the start
CTS | genblk1[20].dff.q | out[20] | 0.04 | 1
global route | genblk1[20].dff.q | out[20] | 0.02 | 1
finish | genblk1[20].dff.q | out[20] | 0.08 | 1
-- layer usage --
layer,part of all wire [%],up-vias
met3,5.7,5
li1,-,379
met1,44,402
met5,0,-
met4,2.7,0
met2,47,37
-- power by group through the flow --
stage / clock network (mW) / registers, mW / logic, mW
CTS: 0.749 / 0.998 / 0.449
global route: 0.780 / 1.01 / 0.470
finish: 0.682 / 0.997 / 0.435
No activity file was given, so power comes from the tool's default toggle rates.
