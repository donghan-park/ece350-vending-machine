`./design.v`:
```
module pwm_generator(
 clk,  
 increase_duty,  
 decrease_duty,  
 PWM_OUT  
    );
 input clk;
 input increase_duty;
 input decrease_duty;
 output PWM_OUT;
 wire slow_clk_enable;  
 reg[27:0] counter_debounce=0; 
 wire tmp1,tmp2,duty_inc; 
 wire tmp3,tmp4,duty_dec; 
 reg[4:0] counter_PWM=0; 
 reg[4:0] DUTY_CYCLE=5;  
 always @(posedge clk)
 begin
   counter_debounce <= counter_debounce + 1;
   if(counter_debounce>=1) 
    counter_debounce <= 0;
 end
 assign slow_clk_enable = counter_debounce == 1 ?1:0;
 DFF_PWM PWM_DFF1(clk,slow_clk_enable,increase_duty,tmp1);
 DFF_PWM PWM_DFF2(clk,slow_clk_enable,tmp1, tmp2); 
 assign duty_inc =  tmp1 & (~ tmp2) & slow_clk_enable;
 DFF_PWM PWM_DFF3(clk,slow_clk_enable,decrease_duty, tmp3);
 DFF_PWM PWM_DFF4(clk,slow_clk_enable,tmp3, tmp4); 
 assign duty_dec =  tmp3 & (~ tmp4) & slow_clk_enable;
 always @(posedge clk)
 begin
   if(duty_inc==1 && DUTY_CYCLE <= 31) 
    DUTY_CYCLE <= DUTY_CYCLE + 1; 
   else if(duty_dec==1 && DUTY_CYCLE >= 1) 
    DUTY_CYCLE <= DUTY_CYCLE - 1; 
 end 
 always @(posedge clk)
 begin
   counter_PWM <= counter_PWM + 1;
   if(counter_PWM>=31) 
    counter_PWM <= 0;
 end
 assign PWM_OUT = counter_PWM < DUTY_CYCLE ? 1:0;
endmodule
module DFF_PWM(clk,en,D,Q);
input clk,en,D;
output reg Q;
always @(posedge clk)
begin 
 if(en==1)  
  Q <= D;
end 
endmodule 
```
`./run.sh`:
```
#!/bin/bash
# OpenROAD 26Q1-2900-gdf79404cd8, Yosys 0.63+post, stock flow scripts
make -C /OpenROAD-flow-scripts/flow DESIGN_CONFIG=/design/flow/config.mk WORK_HOME=/design/flow/orfs finish
```
`./config.mk`:
```
export PLATFORM = sky130hd
export DESIGN_NAME = pwm_generator
export DESIGN_NICKNAME = pwm_generator
export VERILOG_FILES = /design/flow/design.v
export SDC_FILE = /design/flow/constraint.sdc
export NUM_CORES = 4
export LEC_CHECK = 1
export CORE_AREA = 10 10 97 97
export DIE_AREA = 0 0 107 107
```
`./constraint.sdc`:
```
current_design pwm_generator

set clk_period 2.6
set clk_io_pct 0.2

create_clock -name clk0 -period $clk_period [get_ports {clk}]

set non_clock_inputs [all_inputs -no_clocks]
set_input_delay [expr $clk_period * $clk_io_pct] -clock clk0 $non_clock_inputs
set_output_delay [expr $clk_period * $clk_io_pct] -clock clk0 [all_outputs]
```
==> qor.csv <==
stage,metric,value,unit
final_layout,area_growth_syn_to_layout,28.3,%
logic_synthesis,synth_flops,42,
final_layout,final_cells,256,
clock_tree,htree_num_levels,2,
clock_tree,numCtsBuffers,5,
logic_synthesis,ys_types,28,
timing,fmax,0.407,GHz
global_routing,grt_max_degree,14,
routing,vias,844,
setup_path,cp_cell_sequence,buf_4 > ha_1 > and3_1 > ha_1 > and4b_1 > a311oi_2 > nor4b_4 > mux2_1,
pwr,power,1.23,mW
placed_design,gp_congestion,0.730,
clock_tree,cts_tree,built,
setup_path,slowest_delay,410,ps
global_routing,grt_pass1_wl,3330,um
floorplanning,row_count,31,
clock_tree,clock_latency,290,ps
hold_path,min_path_type,flip-flop to flip-flop,
global_routing,grt_usage,3.48,%
pwr,p_leak,0.810,nW
floorplanning,ios,4,
setup_path,path_common_cell,ha_1,
routing,wl_met1,962,um
placed_design,post-dp-hpwl,1400,um
logic_synthesis,avgSynthCellArea,12.8,um2
setup_path,crit_type,flip-flop to flip-flop,
floorplanning,die_w,107,um
hold_path,whs_path_depth,0,
pwr,powerDensity,647,mW/mm2
routing,viasPerCell,3.30,
run,warning_count,29,
routing,final_antenna_net_count,0,
timing,setup_slack,141,ps
routing,wirelength,1900,um
setup_path,cp_max_fo,4,
setup_path,cp_top_family,simple AND/OR/NAND/NOR gates,
hold_path,holdPathEnd,PWM_DFF2.Q,
routing,wl_met2,795,um
hold_path,worstHoldStart,PWM_DFF1.Q,
floorplanning,die_area,0.0114,mm2
timing,finalClockPeriodUsage,94.6,%
setup_path,rr_endpoint,DUTY_CYCLE[4],
routing,drt_iter0_drc,18,
setup_path,critPathCaptureType,flip-flop,
setup_path,worstRegToRegCells,8,
final_layout,fin_util,26.2,%
logic_synthesis,synth.cell_area,0.00149,mm2
logic_synthesis,ys.warnings.count,2,
timing,fin_skew,4.36,ps
routing,wl_per_cell,7.44,um
setup_path,arrival,2500,ps
clock_tree,ctsLongestPathBuffers,2,
setup_path,reg2reg_slack,140,ps
timing,setup_viol,0,
run,drv_cap,0,
logic_synthesis,yosysSeqAreaShare,62.6,%
routing,drc,0,
floorplanning,initCoreUtil,20.4,%
floorplanning,design.core.area,0.00729,mm2
final_layout,drive_gt1_share,10.8,%
timing,slew_violations,0,
logic_synthesis,yosys_cells,116,
setup_path,crit_required,2640,ps
routing,insertedDiodeCount,0,
placed_design,io_buffers,3,
setup_path,r2r_start,DUTY_CYCLE[1],
setup_path,start_kind,flip-flop,
timing,finalHoldViolCount,0,
run_status,status,"finished, final reports clean",
clock_tree,clk_pin_slew,80,ps
logic_synthesis,synth_chip_area,0.00149,mm2
placed_design,preCtsSetupSlack,172,ps
routing,wl_met3,115,um
routing,firstDrtPassIters,4,
routing,highest_layer,met4,
timing,fin_crit,2460,ps
global_routing,first_global_vias,823,
setup_path,cpMaxStageDelayCell,nor4b_4,
logic_synthesis,synth_cells,116,
pwr,max-vdd-ir-drop,0.000291,V
global_routing,grt_overflow_total,0,
clock_tree,clock_sinks,42,
placed_design,dp_cells,244,
clock_tree,cts.root.buffer_cell,clkbuf_8,
floorplanning,dieHeight,107,um
global_routing,antenna_found_initial,0,
timing,hold-worst-slack,465,ps
setup_path,critPathBufInv,1,
-- how the worst max path moves through the flow --
stage,start,endpoint,slack (ps),cells after the start
4_1_cts,DUTY_CYCLE[1],DUTY_CYCLE[4],60,8
5_1_grt,DUTY_CYCLE[1],DUTY_CYCLE[3],-2,9
6_report,DUTY_CYCLE[1],DUTY_CYCLE[4],140,8
-- flip-flops by register name (all words and copies together), names as in the netlist --
name,cells
PWM_DFF2.Q,1
PWM_DFF4.Q,1
DUTY_CYCLE,5
counter_PWM,5
PWM_DFF3.Q,1
PWM_DFF1.Q,1
counter_debounce,28
-- final cells by class --
| class | count | area [um2] |
|---|---|---|
| inverter | 10 | 37.5 |
| tap | 99 | 124 |
| sequential | 42 | 931 |
| timing repair buffer | 9 | 73.8 |
| multi-input combinational | 88 | 609 |
| clock buffer | 8 | 133 |
| fill | 781 | 5380 |
-- routing by layer --
metal | vias to the layer above | global-route usage, %
li1 | 456 | -
met1 | 372 | 4.27
met2 | 12 | 5.49
met3 | 4 | 1.70
met4 | 0 | 0.677
met5 | - | 0
-- metrics by stage --
| stage | area, um2 | TNS [ps] |
|---|---|---|
| 6_report | 1910 | 0 |
| 5_1_grt | 1910 | -1.86 |
| 4_1_cts | 1890 | 0 |
| 3_5_place_dp | 1750 | 0 |
| 3_3_place_gp | 1750 | 0 |
| 2_1_floorplan | 1580 | 0 |
-- synthesized netlist by cell type, drive strengths merged --
cell | number | area, um2
nand4 | 1 | 6.26
and3 | 3 | 18.8
nand3b | 1 | 7.51
nor3 | 1 | 5.00
edfxtp | 9 | 270
mux2 | 1 | 11.3
conb | 1 | 3.75
xnor2 | 5 | 43.8
a21oi | 1 | 5.00
mux2i | 2 | 20.0
nor4 | 7 | 43.8
o21a | 1 | 7.51
nor3b | 1 | 7.51
nand3 | 4 | 20.0
dfxtp | 33 | 661
or3 | 1 | 6.26
nand2b | 1 | 6.26
inv | 10 | 37.5
and2 | 3 | 18.8
a31oi | 1 | 6.26
a311oi | 1 | 15.0
nor4b | 1 | 23.8
ha | 13 | 163
and4b | 1 | 10.0
nor2 | 6 | 22.5
nand2 | 2 | 7.51
a21o | 3 | 22.5
xor2 | 2 | 17.5
-- placed cells by master, fill, tap and decap left out, types with 2 or more instances in the layout --
cell / n
dfxtp_1: 33
conb_1: 25
ha_1: 13
edfxtp_1: 9
inv_1: 9
nor4_1: 7
nor2_1: 6
clkbuf_8: 6
buf_4: 6
xnor2_1: 5
nand3_1: 4
and3_1: 3
a21o_1: 3
and2_1: 3
nand2_1: 2
mux2i_1: 2
xor2_1: 2
clkbuf_16: 2
clkdlybuf4s50_1: 2
-- where the power goes --
part	internal (mW)	switching (mW)	total (mW)	leakage, nW
clock	0.332	0.206	0.537	0.0678
sequential	0.683	0.00486	0.688	0.371
combinational	0.00416	0.00477	0.00893	0.372
-- kinds of logic (layout without fill, tap and decap cells) --
group                      Yosys count  in the layout  share of synthesized area, %
AOI/OAI and AO/OA                    7              7                          3.78
xor gates and xnor gates             7              7                          4.12
adders and majority gates           13             13                          10.9
buffers and inverters               10             27                          2.52
DFF                                 42             42                          62.6
muxes                                3              3                          2.10
other                                1             25                         0.252
and+or+nand+nor                     33             33                          13.7
-- timing repair --
item | 4_1_cts | 5_1_grt
pin swaps | 0 | 2
setup endpoints to repair | 1 | 3
hold buffers | 0 | 0
setup buffers | 2 | 2
endpoints found under the hold margin | 0 | 0
cloned | 0 | 0
resized | 2 | 0
Power figures rest on the tool's default switching activity, not on a simulated workload.
